### design/flow/design.v
package defines;
parameter SIZE_DATA = 8;
endpackage
module simple_dual_port_ram_single_clock
#(parameter DATA_WIDTH=8, parameter ADDR_WIDTH=6)
(
	input [(DATA_WIDTH-1):0] data,
	input [(ADDR_WIDTH-1):0] read_addr, write_addr,
	input we, clk,
	output reg [(DATA_WIDTH-1):0] q
);
	reg [DATA_WIDTH-1:0] ram[2**ADDR_WIDTH-1:0];
	always @ (posedge clk)
	begin
		if (we)
			ram[write_addr] <= data;
		q <= ram[read_addr];
	end
endmodule
### design/flow/run.sh
#!/bin/bash
# OpenROAD 26Q1-2900-gdf79404cd8, Yosys 0.63+post, stock flow scripts
make -C /OpenROAD-flow-scripts/flow DESIGN_CONFIG=/design/flow/config.mk WORK_HOME=/design/flow/orfs finish
### design/flow/config.mk
export PLATFORM = sky130hd
export DESIGN_NAME = simple_dual_port_ram_single_clock
export DESIGN_NICKNAME = simple_dual_port_ram_single_clock
export VERILOG_FILES = /design/flow/design.v
export SDC_FILE = /design/flow/constraint.sdc
export NUM_CORES = 4
export LEC_CHECK = 1
export CORE_UTILIZATION = 40
### design/flow/constraint.sdc
current_design simple_dual_port_ram_single_clock

set clk_period 5.3
set clk_io_pct 0.2

create_clock -name clk0 -period $clk_period [get_ports {clk}]

set non_clock_inputs [all_inputs -no_clocks]
set_input_delay [expr $clk_period * $clk_io_pct] -clock clk0 $non_clock_inputs
set_output_delay [expr $clk_period * $clk_io_pct] -clock clk0 [all_outputs]
==> impl_metrics.tcl <==
# flow metrics
set metrics [dict create \
    cts_post_setup_buffers_inserted 0 \
    syn_area_per_cell_sq_um 21.5 \
    clock_slew_at_the_register_clock_pins_of_the_worst_setup_and_hold_paths_ns 0.06 \
    clockBufferDepth 3 \
    global_route.usage.met1_pct 26.8 \
    max_clock_freq_mhz 304 \
    outcome "complete, no violations" \
    via_to_cell_ratio 5.43 \
    chipWidth_microns 227 \
    critical_path_class "input pin to flip-flop" \
    ys_seq_share_pct 77.0 \
    grt_first_pass_wirelength_microns 65500 \
    port-buffer-count 29 \
    synth_adder_area_share_pct 0 \
    placed_cells 1620 \
    wl_per_cell_microns 25.4 \
    dp.final_hpwl_microns 25700 \
    cp_data_arrival_time_ns 3.71 \
    yosys.cell_count.top_type "edfxtp_1" \
    max_cap_viol_count 0 \
    timing_max_transition_violations_final 0 \
    hold_viol 0 \
    tritoncts "built" \
    initial_antenna_violation_count 1 \
    std_cell_rows 81 \
    cp_max_fo 53 \
    fin_tns_setup_ns 0 \
    relSlewSlack_pct 41.1 \
    fp.dieH_microns 227 \
    ioPinCount 30 \
    fp_util_pct 40.9 \
    final_design_area_no_fill_sq_um 22800 \
    tool_warnings 25 \
    final_cells 1715 \
    post_route_cells_drive_above_1_share_pct 25.0 \
    holdBufCountCts 0 \
    ys_warn_count 1 \
    synth_compound_gate_area_share_pct 2.07 \
    maximum_number_of_pins_on_one_net_before_global_route_repair 87 \
    flops_after_synth 520 \
    placer_congestion_estimate 0.811 \
    synthCells 940 \
    synthArstFlopShare_pct 0 \
    rsz0062_at_grt "no" \
    multiInputGateArea_sq_um 4320 \
    grt_pass1_vias 10200 \
    gr-usage-all-layers_pct 19.7 \
    grt_most_used_layer "met2" \
    postSynth.topFlopCell "edfxtp_1" \
    tritoncts.num_buffers 51 \
    area_growth_syn_to_layout_pct 13.2 \
    cp-start-kind "input pin" \
    max_slew.worst_pin.slew_ns 0.881 \
    postLayoutSetupSlackWorst_ns 2.01 \
    synthMuxAreaShare_pct 15.9 \
    dpl_worst_slack_ns 1.29 \
    drt.antenna.violating_nets 0 \
    clock_sinks 520 \
    chip_area_sq_um 51300 \
    simple_gate_area_share_pct 3.39 \
    placeableCoreArea_sq_um 49400 \
    ys_top_cells_by_area "edfxtp_1 76%, mux4_2 14%, nor2_1 1.5%, mux2i_1 1.1%, dfxtp_1 0.79%" \
    synth_top_area_share_pct 76.2 \
    synthTopCellsByCount "512 x edfxtp_1, 126 x mux4_2, 83 x nor2_1, 23 x mux2i_1, 19 x nand2_1" \
    synth.largest_area_cell "edfxtp_1" \
    clock_skew_ns 0.0152 \
    yosysUniqueCellTypes 40 \
    required_ns 5.73 \
    synth-edff-count 512 \
    grt.met2_usage_pct 29.7 \
    fill_cells 4023 \
    drt_iter0_drc 714 \
    synth_xor_xnor_area_share_pct 0 \
    final-setup-viol-count 0 \
    clock.latency.late_pin_ns 0.59 \
    antenna_diode_count 0 \
    cellPowerDensity_nw_per_um2 370 \
    mappedNetlistArea_sq_um 20200 \
    synth-cells-yosys 940 \
    post_cts.resized_instances 0 \
    logic_family "multiplexers" \
    peakVddDrop_mv 0.269 \
    global_route.overflow_total 0 \
    seqCellArea_sq_um 15500 \
    worstSetupEndpointType "flip-flop" \
    min_path_type "flip-flop to flip-flop" \
    worst-r2r-setup-slack_ns 3.12 \
    route.detailed.drc 0 \
    synth-area-yosys_sq_um 20200 \
    total_iterations_of_the_first_detailed_routing_run 6 \
    grt.met3_usage_pct 11.2 \
    cts_htree_levels 2 \
    final.period_utilization_pct 62.0 \
    vias 9320 \
    total_leakage_power_nw 7.06 \
    place_area_sq_um 21200 \
    cts.root.buffer_cell "clkbuf_16" \
    finalCriticalPeriod_ns 3.29 \
    routed_wl_microns 43500 \
]
where the power goes:
part	total (W)	switching [W]	internal, W	leakage (nW)
clock	0.00346	0.00147	0.00199	0.785
sequential	0.00457	0.0000146	0.00455	4.67
combinational	0.000419	0.000252	0.000167	1.60
layout make-up:
type | instances | area share (%)
Sequential cell | 520 | 68.0
Tap cell | 664 | 3.64
Clock buffer | 67 | 6.08
Multi-Input combinational cell | 369 | 18.9
Timing Repair Buffer | 67 | 2.43
Clock inverter | 28 | 0.926
state kept, by name, indices dropped and copies added, names as in the netlist:
| name | flops |
|---|---|
| q | 8 |
| ram | 512 |
placed cells by master (no fill, tap or decap), types with 4 or more instances in the layout:
cell type        netlist  routed
buf_4                 13      38
dfxtp_1                8       8
nor2_1                83      83
a211oi_1               4       4
mux2_2                13      13
clkdlybuf4s50_1        0      17
a221oi_1               6       6
nor2b_1               14      14
clkbuf_1              17      13
nand3_1               13      13
clkbuf_16              0      53
nor3_1                 7       7
o221ai_1               8       8
nand2_1               19      19
mux4_2               126     126
clkinv_2               0      12
clkinv_1               0      10
buf_2                 11       9
nand2b_1               7       7
mux2i_1               23      23
edfxtp_1             512     512
o22ai_1                8       8
cell families after synthesis:
group | after synthesis
multiplexers | 162
AND-OR/OR-AND | 54
flip-flops | 520
buffers and inverters | 51
AND/OR/NAND/NOR | 153
metal layers:
| metal | share of wire, % | wire, microns |
|---|---|---|
| met1 | 36 | 15800 |
| met2 | 49 | 21200 |
| met3 | 12 | 5400 |
| met4 | 2.4 | 1040 |
| met5 | 0.14 | 63 |
stage by stage:
stage,power (W),util (%),hold WS [ns]
after global placement,0.00508,43.0,0.806
after detailed placement,0.00508,43.0,0.815
after CTS,0.00853,46.3,0.836
after floorplan,0.00489,-,0.718
final,0.00844,46.3,0.837
after global routing,0.00869,46.3,0.853
worst max-delay path, cell delays in order:
cell and delay (ns):
clkbuf_8 0.51, buf_4 0.38, mux4_2 0.55, nor2b_1 0.15, a2111oi_0 0.74, buf_4 0.22
o41ai_1 0.07
worst paths after layout:
kind	end	depth (start not counted)	startpoint
setup reg to reg	q[5]$_DFF_P_	5	ram[3][5]$_DFFE_PP_
setup / recovery	q[5]$_DFF_P_	7	read_addr[0]
hold / removal	q[6]$_DFF_P_	3	ram[31][6]$_DFFE_PP_
hold reg to reg	q[6]$_DFF_P_	3	ram[31][6]$_DFFE_PP_
Power figures rest on the tool's default switching activity, not on a simulated workload.

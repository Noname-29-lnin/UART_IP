## flow/run.sh

```bash
#!/bin/bash
# OpenROAD 26Q1-2900-gdf79404cd8, Yosys 0.63+post, stock flow scripts
make -C /OpenROAD-flow-scripts/flow DESIGN_CONFIG=/design/flow/config.mk WORK_HOME=/design/flow/orfs finish
```

## flow/config.mk

```make
export PLATFORM = sky130hd
export DESIGN_NAME = single_port_ram
export DESIGN_NICKNAME = single_port_ram
export VERILOG_FILES = /design/flow/design.v
export SDC_FILE = /design/flow/constraint.sdc
export NUM_CORES = 4
export LEC_CHECK = 1
export CORE_UTILIZATION = 30
```

## flow/constraint.sdc

```tcl
current_design single_port_ram

set clk_period 16.6
set clk_io_pct 0.2

create_clock -name clk0 -period $clk_period [get_ports {clk}]

set non_clock_inputs [all_inputs -no_clocks]
set_input_delay [expr $clk_period * $clk_io_pct] -clock clk0 $non_clock_inputs
set_output_delay [expr $clk_period * $clk_io_pct] -clock clk0 [all_outputs]
```

## flow/design.v

```verilog
package defines;
parameter SIZE_DATA = 8;
endpackage
module single_port_ram 
#(parameter DATA_WIDTH=8, parameter ADDR_WIDTH=6)
(
	input [(DATA_WIDTH-1):0] data,
	input [(ADDR_WIDTH-1):0] addr,
	input we, clk,
	output [(DATA_WIDTH-1):0] q
);
	reg [DATA_WIDTH-1:0] ram[2**ADDR_WIDTH-1:0];
	reg [ADDR_WIDTH-1:0] addr_reg;
	always @ (posedge clk)
	begin
		if (we)
			ram[addr] <= data;
		addr_reg <= addr;
	end
	assign q = ram[addr_reg];
endmodule
```

==> notes.md <==
Implementation results

For this design the top-level I/O count stands at 24. The final timing report lists a hold violation count of 0. The number of H-tree branching levels is 2.

The pin count of the biggest net entering global routing is around 79. TritonCTS built the clock tree. The die is 261 um wide. The number of setup violations in the final report is 0. The number of cells on the worst hold path is 1.

The number of cells in the finished layout apart from fillers is roughly 1900. The post-cts hold-fix buffer tally is 0. Counting flops with an async set or reset pin after synthesis yields a share of 0. The startpoint type of the worst setup path is a flip-flop. The detailed route wirelength on metal2 is 20600 um.

In this run the maximum-capacitance check reported violations numbering 0. The synthesized area divided by synthesized cell count is 21.5 sq um. The cell area that synthesis handed to floorplanning was 20100 sq um. The worst IR drop on VDD is approximately 0.000065 V. The biggest fanout along the worst timing path is 34. The largest registers in the layout are ram x512.

The combined area of the multi-input logic cells is roughly 4300 sq um. The synthesized chip area reported by yosys is 20100 sq um. The share of the clock period used by the worst path after layout is 0.448. The buffer depth of the longest clock path is 3. Per the final report, max-transition violations number 0.

The post-route antenna net violation count is 0. The clock root buffer is clkbuf_16. For the pin with the worst max-slew slack, the measured transition is between 0.9 and 1 ns. The number of warnings issued by yosys is 1. The register with the most flip-flops is ram. The static leakage is roughly 0.007 uW.

The clock transition at the registers of the reported paths is 0.06 ns. The area share of the largest cell type after synthesis is 0.764. In the setup report, the worst path falls into the class reg -> out. The post-placement cell count is 1819. The sequential cell area is 15500 sq um. The main area contributors are edfxtp_1, mux4_2, nor2_1, mux2i_1, mux2_2. As logged by OpenROAD, the buffers inserted on ports number 23.

TritonCTS reports the number of clock sinks as ~520. The worst hold path belongs to the class in -> reg. The fraction of layout cells with a size suffix above 1 is 0.246. Based on the critical path, the design can be clocked at up to between 100 and 150 MHz. The routed design shows a via density per instance of 4.89. After its last routability iteration, the placer logged a weighted congestion of between 0.8 and 0.9.

In this run, synthesis produced a sequential element count of 518. The met1 wire length is 15600 um. The prevailing post-synth register cell is edfxtp_1. In the synthesized netlist, the cells that appear most often are edfxtp_1, mux4_2, nor2_1. The number of buffers created by CTS is approximately 47. The synthesized netlist handed to floorplanning was reported with a cell count of 938.

The number of remaining DRC errors is 0. In this run, post-CTS repair resized a total of 0 instances. The total half-perimeter wirelength after legalization and detailed placement is around 25000 um. The register with the most flip-flops in the layout has 512 of them. The data required time of the worst path is 13.28 ns. The OpenROAD warning count is 25. The clock period could shrink to 7.44 ns. The fill cell total of the finished layout is 6016.

The number of flops mapped to enable cells by yosys is 512. The number of detailed-route iterations in the first pass is 24. The areal power density over the cells is 115 nW/um^2. STA classifies the critical path endpoint as a primary output.

The total routing usage reported by global routing is 0.138. The final global-route overflow total is 0. The count of different cell masters after synthesis is around 40. In the final timing run, aggregate negative setup slack is 0 ns. Setup repair after global routing left no endpoint under its margin. In this run the layout overhead on the synthesized area is reported as 14.0%. The routed length per instance is approximately 22 um.

The vertical die dimension reported for this design is 261 um. The worst pin sits at a relative slew slack of 0.372. The length of routed met3 wiring is around 5500 um. The via count of the first global-routing pass is ~10000. The cell taking the most area after synthesis is edfxtp_1.

The highest metal layer carrying signal wires in the routed design is met5. The count of instantiated cells in the yosys netlist is 938. The flow ran to the end, and the final reports show no timing, DRC or antenna violations. The area inside the core boundary is 66100 sq um. The site row count is approximately 94. The floorplan step records an initial core utilization of 0.304. The area of the die is 68100 sq um. The first routing iteration left just over 700 violations. The routed design has 42800 um of wire. The launch instance of the worst min-delay path is data[2]. The part of the Yosys area used for sequential elements is 0.770.

Looking at the gate-level netlist, the highest instance count belongs to edfxtp_1. The initial antenna violation count was 8. The total number of vias is 9317. The first global-routing pass estimated 64500 um of wire. The endpoint of the worst hold path is reported as ram[4][2]$_DFFE_PP_. Looking at the post-CTS report, the setup buffer insertion count equals 0. Data arrives at the worst endpoint at 4.12 ns.
-- critical path: stages, from the launching register on --
cell and delay [ns]:
dfxtp_4 0.70, buf_4 0.61, mux4_2 0.57, mux2_2 0.27
o221a_2 0.27, nor3_1 0.46, o32ai_1 0.20, clkdlybuf4s50_1 0.44
-- worst max-delay path by stage --
stage	endpoint	slack, ns	start	cells after the start
6_report	q[6]	9.16	flip-flop	7
5_1_grt	q[6]	8.92	flip-flop	7
4_1_cts	q[6]	9.07	flip-flop	7
-- routing by layer --
layer / vias to the layer above / GRT usage
met3: 74 / 0.0852
li1: 4064 / -
met5: - / 0.00833
met4: 10 / 0.0266
met1: 4710 / 0.168
met2: 459 / 0.214
-- where the power goes --
part           total [uW]  internal [uW]  switching [uW]
sequential           1450           1450            8.47
clock                1060            616             442
combinational         124           51.5            72.3
-- final cells by class --
class | instances | area share
well taps | 864 | 0.0471
repair buffers | 68 | 0.0236
diodes | 3 | 0.000327
clock buffers | 64 | 0.0559
multi-input cells | 369 | 0.188
flip-flops and latches | 518 | 0.676
clock inverters | 21 | 0.00938
-- kinds of logic (layout without fill, tap and decap cells) --
| logic type | count (synthesis) | after routing | synth area share |
|---|---|---|---|
| AOI/OAI and AO/OA | 54 | 54 | 0.0208 |
| buffers and inverters | 51 | 153 | 0.0157 |
| DFF | 518 | 518 | 0.770 |
| muxes | 162 | 162 | 0.160 |
| other | 0 | 3 | 0 |
| and+or+nand+nor | 153 | 153 | 0.0339 |
-- layout by cell type, fill, tap and decap left out, types with 14 or more instances in the layout --
cell type and n:
clkbuf_1 15, nor2b_1 14, clkbuf_16 49, mux4_2 126, nor2_1 83, nand2_1 19
edfxtp_1 512, clkdlybuf4s50_1 15, mux2i_1 23, buf_4 44
-- metrics by stage --
| step | total power, uW | hold WS [ns] | util | worst slack, ns | area (sq um) |
|---|---|---|---|---|---|
| floorplan | 1550 | 3.35 | - | 11.44 | 20100 |
| detailed placement | 1610 | 3.87 | 0.324 | 9.66 | 21400 |
| global placement | 1610 | 3.85 | 0.324 | 9.74 | 21400 |
| CTS | 2670 | 3.27 | 0.347 | 9.07 | 22900 |
| finish | 2640 | 3.27 | 0.347 | 9.16 | 22900 |
| global route | 2720 | 3.30 | 0.347 | 8.92 | 22900 |
Power and IR drop assume default switching activity.

<file path="design.v">
package defines;
parameter SIZE_DATA = 8;
endpackage
module Transmitter #(
    parameter SIZE_DATA = 8,
    parameter OVER_SAMPLE = 16  
)(
    input wire i_clk                        ,  
    input wire i_rst_n                      ,  
    input wire i_stick                      ,  
    input wire i_tx_en                      ,  
    input wire i_fifo_empty                 ,  
    input wire [SIZE_DATA - 1 : 0] i_tx_data,  
    output reg o_tx_serial                  ,  
    output wire o_tx_done                      
);
localparam SIZE_STATUS = 3;
localparam [SIZE_STATUS-1:0] IDLE        = 3'b000,
                             START       = 3'b001,
                             TRANSMIT    = 3'b010,
                             STOP_I      = 3'b100;
reg [SIZE_STATUS-1:0] state, n_state;
localparam SIZE_INDEX = 4;  
reg [SIZE_INDEX-1:0] index, n_index;  
wire w_update_data;
assign w_update_data = (index == SIZE_DATA-1) ? 1'b1 : 1'b0;
localparam SIZE_COUNT = 5; 
reg [SIZE_COUNT-1:0] count, n_count;  
wire w_update_sample;
assign w_update_sample = (count == OVER_SAMPLE-1) ? 1'b1 : 1'b0;
wire w_update_start;
assign w_update_start = i_tx_en & ~i_fifo_empty; 
always_comb begin : proc_state
    case(state) 
        IDLE: begin
            n_state = w_update_start ? START : IDLE;
            n_count = '0;
            n_index = '0;
        end
        START: begin
            n_state = (w_update_sample) ? TRANSMIT : START;
            n_count = (w_update_sample) ? '0 : (i_stick ? count + 1'b1 : count);
            n_index = '0;
        end
        TRANSMIT: begin
            n_state = (w_update_sample & w_update_data) ? STOP_I : TRANSMIT;
            n_count = (w_update_sample) ? '0 : (i_stick ? count + 1'b1 : count);
            n_index = (w_update_data) ? index : (w_update_sample ? index + 1'b1 : index);
        end
        STOP_I: begin
            n_state = (w_update_sample) ? IDLE : STOP_I;
            n_count = (w_update_sample) ? '0 : (i_stick ? count + 1'b1 : count);
            n_index = index;
        end
        default: begin
            n_state = IDLE;
            n_count = '0;
            n_index = '0;
        end
    endcase
end
always_ff @( posedge i_clk or negedge i_rst_n ) begin : proc_state_update
    if(~i_rst_n) begin
        state   <= IDLE;
        count   <= '0;
        index   <= '0;
    end else begin
        state   <= n_state;
        count   <= n_count;
        index   <= n_index;
    end
end
reg w_tx_done;
always_ff @( posedge i_clk or negedge i_rst_n ) begin : proc_tx_out
    if(~i_rst_n) begin
        o_tx_serial <= 1'b1;  
        w_tx_done <= 1'b0;
    end else begin
        case(state)
            IDLE : begin 
                o_tx_serial <= 1'b1;  
            end
            START: begin
                o_tx_serial <= 1'b0;  
            end
            TRANSMIT: begin
                o_tx_serial <= i_tx_data[index[SIZE_INDEX-2:0]];  
            end
            STOP_I: begin
                o_tx_serial <= 1'b1;  
            end
            default: begin
                o_tx_serial <= 1'b1;  
            end
        endcase
    end
end
always_ff @( posedge i_clk or negedge i_rst_n ) begin : proc_tx_done
    if(~i_rst_n) begin
        w_tx_done <= 1'b0;
    end else begin
        case(state)
            STOP_I: begin
                w_tx_done <= ((state==STOP_I) && (n_state==IDLE)) ? 1'b1 : 1'b0;  
            end
            default: begin
                w_tx_done <= 1'b0;
            end
        endcase
    end
end
assign o_tx_done = w_tx_done;
endmodule 
module Tx_block #(
    parameter SIZE_DATA      = 8,
    parameter BAUDRATE_VALUE = 325
)(
    input wire i_clk,
    input wire i_rst_n,
    input wire i_tx_en,
    input wire [SIZE_DATA-1:0] i_tx_data,
    output reg o_tx_serial,
    output wire o_tx_done,
    output wire o_fifo_empty,
    output wire o_fifo_full
);
wire w_stick;
baud_generator #(
    .SIZE_BAUD(24),  
    .BAUDRATE_VALUE(BAUDRATE_VALUE)
) baud_generator (
    .i_clk       (i_clk)    ,    
    .i_rst_n     (i_rst_n)  ,    
    .o_stick     (w_stick)       
);
wire w_fifo_empty, w_fifo_full;
wire [SIZE_DATA-1:0] w_tx_data;
fifo #(
    .SIZE_DATA  (SIZE_DATA),  
    .SIZE_DEPTH (16)          
) fifo_unit (
    .i_clk        (i_clk)        ,  
    .i_rst_n      (i_rst_n)      ,  
    .i_wr_en      (1'b0)         ,  
    .i_rd_en      (o_tx_done)    ,  
    .i_data       (i_tx_data)    ,  
    .o_data       (w_tx_data)    ,  
    .o_fifo_full  (w_fifo_full)  ,  
    .o_fifo_empty (w_fifo_empty)   
);
Transmitter #(
    .SIZE_DATA (8),
    .OVER_SAMPLE (16)  
) Transmitter_unit (
    .i_clk        (i_clk),  
    .i_rst_n      (i_rst_n),  
    .i_stick      (w_stick),  
    .i_tx_en      (i_tx_en),  
    .i_fifo_empty (w_fifo_empty),  
    .i_tx_data    (w_tx_data),  
    .o_tx_serial  (o_tx_serial),  
    .o_tx_done    (o_tx_done)   
);
assign o_fifo_empty = w_fifo_empty;
assign o_fifo_full  = w_fifo_full;
endmodule
module baud_generator #(
    parameter SIZE_BAUD      = 24 , 
    parameter BAUDRATE_VALUE = 325
)(
    input wire i_clk       ,  
    input wire i_rst_n     ,  
    output wire o_stick      
);
reg [SIZE_BAUD - 1 : 0] bdr_count, n_bdr_count;  
assign o_stick = (bdr_count == BAUDRATE_VALUE) ? 1'b1 : 1'b0;  
assign n_bdr_count = (o_stick) ? '0 : (bdr_count + 1'b1);  
always_ff @( posedge i_clk or negedge i_rst_n ) begin : proc_divider_baud
    if(~i_rst_n)
        bdr_count <= '0;
    else
        bdr_count <= n_bdr_count;
end
endmodule 
module fifo #(
    parameter SIZE_DATA  = 8,
    parameter SIZE_DEPTH = 16
)(
    input  wire i_clk                        ,  
    input  wire i_rst_n                      ,  
    input  wire i_wr_en                      ,  
    input  wire i_rd_en                      ,  
    input  wire [SIZE_DATA-1:0] i_data       ,  
    output reg  [SIZE_DATA-1:0] o_data       ,  
    output reg  o_fifo_full                  ,  
    output reg  o_fifo_empty                  
);
localparam SIZE_ADDR = $clog2(SIZE_DEPTH);
reg [SIZE_ADDR:0] ptr_wr, n_ptr_wr, ptr_rd, n_ptr_rd;  
assign o_fifo_empty = (ptr_rd == ptr_wr) ? 1 : 0;
assign o_fifo_full = (~|(ptr_rd[SIZE_ADDR-1:0] ^ ptr_wr[SIZE_ADDR-1:0])) & (ptr_rd[SIZE_ADDR] ^ ptr_wr[SIZE_ADDR]);
wire w_update_wr;
wire w_update_rd;
assign w_update_wr = (i_wr_en & ~o_fifo_full);  
assign w_update_rd = (i_rd_en & ~o_fifo_empty);  
assign n_ptr_wr = (w_update_wr) ? (ptr_wr + 1) : ptr_wr;  
assign n_ptr_rd = (w_update_rd) ? (ptr_rd + 1) : ptr_rd;  
always_ff @( posedge i_clk or negedge i_rst_n ) begin : proc_point
    if(~i_rst_n) begin
        ptr_wr <= '0;
        ptr_rd <= '0;
    end else begin
        if (w_update_wr) begin
            ptr_wr <= n_ptr_wr;
        end
        if (w_update_rd) begin
            ptr_rd <= n_ptr_rd;
        end
    end
end
reg [SIZE_DATA-1:0] fifo_mem [0:SIZE_DEPTH-1];  
always_ff @(posedge i_clk or negedge i_rst_n) begin : proc_fifo_write
    if(~i_rst_n) begin
        o_data <= '0;
    end else begin
        if(w_update_wr) begin
            fifo_mem[ptr_wr[SIZE_ADDR-1:0]] <= i_data;  
        end else begin
            fifo_mem[ptr_wr[SIZE_ADDR-1:0]] <= fifo_mem[ptr_wr[SIZE_ADDR-1:0]];  
        end
    end
end
always_ff @( posedge i_clk or negedge i_rst_n ) begin : proc_fifo_read
    if(~i_rst_n) begin
        o_data <= '0;
    end else begin
        if(w_update_rd) begin
            o_data <= fifo_mem[ptr_rd[SIZE_ADDR-1:0]];  
        end else begin
            o_data <= o_data;  
        end
    end
end
endmodule
</file>
<file path="run.sh">
#!/bin/bash
# OpenROAD 26Q1-2900-gdf79404cd8, Yosys 0.63+post, stock flow scripts
make -C /OpenROAD-flow-scripts/flow DESIGN_CONFIG=/design/flow/config.mk WORK_HOME=/design/flow/orfs finish
</file>
<file path="config.mk">
export PLATFORM = sky130hd
export DESIGN_NAME = Tx_block
export DESIGN_NICKNAME = Tx_block
export VERILOG_FILES = /design/flow/design.v
export SDC_FILE = /design/flow/constraint.sdc
export NUM_CORES = 4
export LEC_CHECK = 1
export CORE_UTILIZATION = 40
</file>
<file path="constraint.sdc">
current_design Tx_block

set clk_period 3.1
set clk_io_pct 0.2

create_clock -name clk0 -period $clk_period [get_ports {i_clk}]

set non_clock_inputs [all_inputs -no_clocks]
set_input_delay [expr $clk_period * $clk_io_pct] -clock clk0 $non_clock_inputs
set_output_delay [expr $clk_period * $clk_io_pct] -clock clk0 [all_outputs]
</file>
==> run summary <==
Status on the layout run. Cell count in the Yosys report landed at 171. The area fraction of the largest cell type after synthesis is 49.4%. Final-layout setup total negative slack landed at 0 ps. VDD sags by at most 0.233 mV. Final number of hold-violating endpoints landed at 0. For the worst setup path, the data arrival time is 1250 ps. Total wirelength of the detailed-routed design landed at 3.12 mm.

The horizontal die dimension reported for this design is 69.5 microns. The registers of the reported paths see a clock transition of 70 ps. The worst setup path is captured at an output port.

Area enclosed by the die boundary landed at 4830 sq um. Of all flip-flops after synthesis, the portion carrying an async set or reset was 100%. Core footprint landed at 4350 sq um. Aggregate global-route resource usage landed at 14.7%. Timing would allow up to 0.535 GHz. The clock H-tree reported by CTS has 2 levels. For this run, the detailed router's first-pass iteration total came to 4. Area fraction in compound gates landed at 4.80%. Yosys attributes the largest share of cell area to sky130_fd_sc_hd__dfrtp_1 (49%), sky130_fd_sc_hd__xnor2_1 (9.6%), sky130_fd_sc_hd__nand3_1 (4.1%), sky130_fd_sc_hd__nand4_1 (3.1%), sky130_fd_sc_hd__nand2_1 (2.9%). Via count of the first global-routing pass landed at 1206. The area taken by multi-input combinational cells is reported as 852 sq um. The worst path uses 60.2% of the clock period. Per-cell via count in the routed design landed at 5.49. The placement summary gives the final routability congestion estimate as 0.782. In the final run the clock tree shows a worst skew of 8.25 ps.

TritonCTS sink count landed at 37. In this run the power density over the cells is 457 nW/um^2. Grouping stages by cell kind, the critical path spends the most delay in flip-flops. Post-route standard cell area excluding fillers landed at 2010 sq um. The run finished with clean final reports. The power report puts the leakage power at 0.830 nW. The DRC violation total left in the routed layout is recorded as 0. Maximum clock path buffer count landed at 2. Per the synth stats, the flop cell with the highest instance count is sky130_fd_sc_hd__dfrtp_1. Total I/O pin count landed at 15. Of the total synthesized cell area, the portion taken by AND, OR, NAND and NOR gates is 26.3%. Insertion delay of the later-clocked pin in the worst-skew pair landed at 290 ps. The final timing report lists a max-slew violation count of 0. Detailed router's first-iteration violation count landed at 77. On the critical path, the stage with the largest delay is an instance of sky130_fd_sc_hd__dfstp_2. STA classifies the critical path startpoint as a flop. The chip area line in the Yosys stat output reads 1820 sq um. Per the timing report, the biggest fanout along the worst path comes to 1. Looking at the gate-level netlist, the highest instance count belongs to sky130_fd_sc_hd__dfrtp_1.

Number of warning messages in the yosys log landed at 27. Summing the sequential cell areas from Yosys gives 50.8% of the chip area. Once detail routing completed, the nets flagged for antenna violations numbered 0. The commonest cells after synthesis are sky130_fd_sc_hd__dfrtp_1 (36), sky130_fd_sc_hd__xnor2_1 (20), sky130_fd_sc_hd__nand3_1 (15). Total tool warning count landed at 35. Standard-cell row count landed at 24. Maximum cell stage delay along the critical path landed at 520 ps. Antenna diode instance count landed at 0. Among the non-sequential cells, simple AND/OR/NAND/NOR gates take the most area. Per the synth log, the flip-flop and latch total comes to 37. The tree is rooted in a sky130_fd_sc_hd__clkbuf_8. The first global-routing pass estimated 5.69 mm of wire. Total number of vias landed at 1263.

Placed standard-cell area landed at 1890 sq um. Pin count of the biggest net entering global routing landed at 38. Transition at the pin with the smallest max-transition slack landed at 660 ps. Buffering stage count on the worst path with inverters included landed at 1. Per the slew report, the remaining headroom to the max-slew limit stands at 55.6%. Number of clock buffers inserted by TritonCTS landed at 5. Synthesized area per cell landed at 10.7 sq um. Worst setup margin landed at 1230 ps. For this sky-water flow run, the detailed-routed wirelength per cell is reported as 13.6 microns. Mux share of post-synthesis cell area landed at 1.65%. Summing the areas of all fa, ha and maj instances in the mapped netlist gives 2.74% of the synthesized area. The report counts max-capacitance violations totalling 0.

For this run the detailed placement stage logged an HPWL of 2.09 mm. Note that the worst hold path type here is flop to flop. In the final report, the number of endpoints failing setup comes to 0.

Share of the core filled by cells before placement landed at 41.9%. Count of library flops with an enable pin landed at 0. TritonCTS built the clock tree.

Synthesized netlist cell count landed at 171. Count of port buffers added during placement landed at 2. Global-route congestion overflow total landed at 0. At the worst endpoint, the required time is 2480 ps. Post-synthesis share of cell area spent on xor and xnor gates landed at 10.6%. Post-placement worst setup slack landed at 1250 ps. Layout overhead on the synthesized area landed at 10.0%. The synthesized netlist occupies a cell area of 1820 sq um. Die height landed at 69.5 microns. The signal on the critical path passes through clkdlybuf4s50_1. Counting the fill cells in the layout gives 371. The worst setup path is of the flop to output port kind.

Looking at area per cell type in the netlist, the leader is sky130_fd_sc_hd__dfrtp_1. The final timing report derives a shortest allowable period of 1870 ps. Initial antenna violation count landed at 0.

Buffers inserted during post-CTS setup optimization landed at 0. The sequential cells in the finished layout cover a total of 927 sq um. Quantity of hold-fixing buffers added after cts landed at 0. Yosys mapped the design onto 41 distinct sky130hd cell types. Post-CTS repair ended up resizing 0 cells.

Of the cells placed in the final design, the portion with a size suffix greater than 1 is 10.7%. Setup repair after global routing left no endpoint under its margin.
-- sequential cells by signal, indices dropped and copies added, names as in the netlist --
register,count
baud_generator.bdr_count,24
Transmitter_unit.state,3
Transmitter_unit.o_tx_serial,1
Transmitter_unit.index,4
Transmitter_unit.count,5
-- worst paths after layout --
kind | depth (start not counted) | slack, ps | endpoint | startpoint
setup / recovery | 1 | 1230 | o_tx_serial | Transmitter_unit.o_tx_serial
min in group asynchronous | 2 | 760 | baud_generator.bdr_count[20] | i_rst_n
setup reg to reg | 5 | 1230 | baud_generator.bdr_count[18] | baud_generator.bdr_count[0]
hold / removal | 1 | 450 | Transmitter_unit.o_tx_serial | Transmitter_unit.state[3]
max in group asynchronous | 2 | 2000 | Transmitter_unit.o_tx_serial | i_rst_n
hold reg to reg | 1 | 450 | Transmitter_unit.o_tx_serial | Transmitter_unit.state[3]
-- cells by family after synthesis --
family,after synthesis
compound gates,13
buf+inv,10
other cells,2
flops,37
simple gates,80
fa+ha+maj,4
xor+xnor,22
mux,3
-- power breakdown --
part           total, mW  leakage, nW  internal, mW  switching [mW]
Clock              0.424       0.0585         0.262           0.161
Sequential         0.483        0.504         0.483               0
Combinational     0.0110        0.267       0.00192         0.00909
Total              0.917        0.830         0.747           0.171
-- cell usage in the layout (no fill, tap or decap), types with 2 or more instances in the layout --
cell | Yosys | final
sky130_fd_sc_hd__or3_2 | 2 | 2
sky130_fd_sc_hd__o211ai_1 | 2 | 2
sky130_fd_sc_hd__nor2_1 | 12 | 12
sky130_fd_sc_hd__ha_1 | 4 | 4
sky130_fd_sc_hd__clkdlybuf4s50_1 | 0 | 2
sky130_fd_sc_hd__clkbuf_8 | 0 | 6
sky130_fd_sc_hd__or3_1 | 3 | 3
sky130_fd_sc_hd__conb_1 | 2 | 3
sky130_fd_sc_hd__nand4_1 | 9 | 9
sky130_fd_sc_hd__nor4_1 | 4 | 4
sky130_fd_sc_hd__and4_1 | 2 | 2
sky130_fd_sc_hd__nand3_1 | 15 | 15
sky130_fd_sc_hd__nor3_1 | 3 | 3
sky130_fd_sc_hd__o21ai_0 | 4 | 4
sky130_fd_sc_hd__mux2i_1 | 3 | 3
sky130_fd_sc_hd__xnor2_1 | 20 | 20
sky130_fd_sc_hd__inv_1 | 5 | 5
sky130_fd_sc_hd__nor4b_2 | 2 | 2
sky130_fd_sc_hd__nand3b_1 | 3 | 3
sky130_fd_sc_hd__xor2_1 | 2 | 2
sky130_fd_sc_hd__nand2_1 | 14 | 14
sky130_fd_sc_hd__dfrtp_1 | 36 | 36
-- per-stage QoR --
| step | hold slack, ps | cells | util, % | total power, mW |
|---|---|---|---|---|
| floorplan | 324 | 172 | - | 0.495 |
| global placement | 444 | 222 | 43.4 | 0.504 |
| detailed placement | 443 | 222 | 43.4 | 0.504 |
| CTS | 454 | 230 | 46.1 | 0.933 |
| global route | 501 | 230 | 46.1 | 0.955 |
| finish | 452 | 230 | 46.1 | 0.917 |
-- layer usage --
layer	wire [microns]	vias up	global-route usage (%)
met5	0	-	0
met4	51	0	1.81
met3	99	6	2.95
met2	1340	14	21.0
met1	1640	628	24.9
li1	-	615	-
-- final cells by class --
cell class                      instances  share of cell area, %
Clock inverter                          1                   1.50
Timing Repair Buffer                    3                   1.37
Clock buffer                            7                   4.30
Multi-Input combinational cell        125                   42.5
Inverter                                5                  0.935
Tap cell                               52                   3.24
Sequential cell                        37                   46.2
Power and IR drop assume default switching activity.
